--- flow/config.mk ---
export PLATFORM = sky130hd
export DESIGN_NAME = multiplex
export DESIGN_NICKNAME = multiplex
export VERILOG_FILES = /design/flow/design.v
export SDC_FILE = /design/flow/constraint.sdc
export NUM_CORES = 4
export LEC_CHECK = 1
export CORE_AREA = 10 10 70 70
export DIE_AREA = 0 0 80 80
--- flow/constraint.sdc ---
current_design multiplex

set clk_period 1.0
set clk_io_pct 0.2

create_clock -name clk0 -period $clk_period

set non_clock_inputs [all_inputs -no_clocks]
set_input_delay [expr $clk_period * $clk_io_pct] -clock clk0 $non_clock_inputs
set_output_delay [expr $clk_period * $clk_io_pct] -clock clk0 [all_outputs]
--- flow/run.sh ---
#!/bin/bash
# OpenROAD 26Q1-2900-gdf79404cd8, Yosys 0.63+post, stock flow scripts
make -C /OpenROAD-flow-scripts/flow DESIGN_CONFIG=/design/flow/config.mk WORK_HOME=/design/flow/orfs finish
--- flow/design.v ---
`timescale 1ns/1ns
module multiplex (
    input  wire        sel,      
    input  wire [15:0] data_1,   
    input  wire [15:0] data_2,   
    output reg  [15:0] data      
);
    always @(*) begin
        case (sel)
            1'b0: data <= data_1;   
            1'b1: data <= data_2;   
        endcase
    end
endmodule
==> results.sh <==
# yosys + openroad results
export IMPL_status="complete, but fails checks"
export IMPL_failed_checks="negative setup slack"
export IMPL_clock_buffers=0
export IMPL_netlist_area_sq_um=249
export IMPL_setup_viol=16
export IMPL_grt_start_max_net_pins=9
export IMPL_route_detailed_drc=0
export IMPL_crit_buf_inv=3
export IMPL_cts_setup_buffers=0
export IMPL_ys_chip_area_sq_um=249
export IMPL_gp_congestion=0.820
export IMPL_logic_family="multiplexers"
export IMPL_syn_mean_instance_area_sq_um=13.8
export IMPL_instances_no_fill=113
export IMPL_synthAdderAreaFrac=0
export IMPL_top_area_cell="mux2_4"
export IMPL_core_util_floorplan=0.0729
export IMPL_required_ns=0.80
export IMPL_holdWs_ns=0.796
export IMPL_drv_slew=0
export IMPL_dpl_cell_area_sq_um=786
export IMPL_top_area_frac=0.603
export IMPL_die_h_um=80
export IMPL_core_area_sq_um=3420
export IMPL_ys_warn_count=1
export IMPL_dr_total_vias=358
export IMPL_relSlewSlack=0.953
export IMPL_synthTopCellsByArea="mux2_4 (60%), mux2_2 (27%), buf_12 (8.0%)"
export IMPL_critPathSlowestCell="mux2_4"
export IMPL_critPathCaptureType="output port"
export IMPL_ys_cells=18
export IMPL_grt_ovfl_total=0
export IMPL_ioPinCount=49
export IMPL_num_rows=21
export IMPL_avgRoutedWirePerCell_um=12.3
export IMPL_max_freq_ghz=0.948
export IMPL_placed_cells=112
export IMPL_grt_pass1_wl_um=1970
export IMPL_grt_pass1_vias=403
export IMPL_drtIter0Drc=1
export IMPL_fin_area_sq_um=795
export IMPL_tool_warnings=34
export IMPL_p_total_mw=0.298
export IMPL_min_path_type="input port to output port"
export IMPL_aoi_share=0
export IMPL_ys_seq_share=0
export IMPL_cap_viol_max_count=0
export IMPL_power_density_nw_per_um2=375
export IMPL_diodes=0
export IMPL_leakage_nw=0.417
export IMPL_yosysUniqueCellTypes=4
export IMPL_path_max_fanout=8
export IMPL_antenna_found_initial=0
export IMPL_ant_nets=0
export IMPL_hold_buffers=0
export IMPL_ys_sh_mux=0.874
export IMPL_firstDrtPassIters=2
export IMPL_port_buffers=49
export IMPL_irDropWorstVdd_uv=127
export IMPL_crit_top_cell="buf_12"
export IMPL_path_class="input port to output port"
export IMPL_timing_final_crit_share=1.06
export IMPL_syn_inst=18
export IMPL_cp_start_kind="input port"
export IMPL_cp_top_family="buffers and inverters"
export IMPL_area_growth_syn_to_layout_pct=219
export IMPL_rsz0062_at_grt="true"
export IMPL_grt_usage=0.0379
export IMPL_critPathMaxStageDelay_ns=0.30
export IMPL_viasPerCell=3.17
export IMPL_cp_arrival_ns=0.86
export IMPL_seqCellArea_sq_um=0
export IMPL_wirelength_um=1390
export IMPL_fin_ws_ns=-0.0553
export IMPL_ff_count=0
export IMPL_path_cells="buf_12 -> buf_12 -> mux2_4 -> buf_6"
export IMPL_period_minus_slack_ns=1.06
export IMPL_tightest_slew_ns=0.0709
export IMPL_dieArea_sq_um=6400
export IMPL_dp_hpwl_um=1190
export IMPL_drive_gt1_frac=0.522
export IMPL_nFillCells=383
export IMPL_fp_dieW_um=80
export IMPL_synthSimpleGateAreaFrac=0
export IMPL_finalHoldViolCount=0
export IMPL_xor_area_frac=0
## logic make-up (layout without fill, tap and decap cells)
group                  Yosys count  after routing
buffers and inverters            2             51
muxes                           16             16
## per-layer routing
metal | global-route usage | vias to the layer above | wire length, um
met2 | 0.0409 | 49 | 335
met3 | 0.0364 | 0 | 334
li1 | - | 166 | -
met1 | 0.0534 | 143 | 718
met5 | 0 | - | 0
met4 | 0 | 0 | 0
## what timing repair did
| item | 4_1_cts | 5_1_grt |
|---|---|---|
| endpoints found under the setup margin | 16 | 16 |
| pin swaps | 0 | 0 |
| gates cloned | 1 | 0 |
| resized | 101 | 6 |
## Yosys cell counts
master	instances
mux2_4	10
mux2_2	6
buf_12	1
buf_6	1
## per-stage QoR
stage / util / setup TNS, ns / setup slack, ns
after floorplan: - / 0 / 0.0725
after global placement: 0.230 / -13.06 / -0.850
after detailed placement: 0.230 / -13.16 / -0.855
after CTS: 0.222 / -0.881 / -0.0646
after global routing: 0.233 / -1.07 / -0.0730
final: 0.233 / -0.806 / -0.0553
## cell type report
| type | instances | area (sq um) | area share |
|---|---|---|---|
| tap | 46 | 57.6 | 0.0724 |
| timing repair buffer | 51 | 497 | 0.625 |
| multi-input combinational | 16 | 240 | 0.302 |
## path summary, 6_finish.rpt
kind	start	end	slack [ns]	cells past startpoint
setup / recovery	sel	data[11]	-0.06	4
hold / removal	data_1[15]	data[15]	0.80	3
## power breakdown
group / switching (mW) / total [mW] / internal [mW]
sequential: 0 / 0 / 0
combinational: 0.0650 / 0.298 / 0.233
clock: 0 / 0 / 0
## worst min-delay path, delay by kind of cell
kind     cells  cell delay (ns)
buf+inv      2             0.27
mux          1             0.13
## layout by cell type (no fill, tap or decap)
cell type / Yosys / final
dlygate4sd2_1: 0 / 32
buf_2: 0 / 5
buf_16: 0 / 1
buf_12: 1 / 2
buf_6: 1 / 11
mux2_4: 10 / 16
Power figures rest on the tool's default switching activity, not on a simulated workload.
